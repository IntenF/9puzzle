===== config.mk =====
export PLATFORM = sky130hd
export DESIGN_NAME = pc
export DESIGN_NICKNAME = pc
export VERILOG_FILES = /design/flow/design.v
export SDC_FILE = /design/flow/constraint.sdc
export NUM_CORES = 4
export LEC_CHECK = 1
export CORE_AREA = 10 10 70 70
export DIE_AREA = 0 0 80 80

===== design.v =====
module pc(pc_in, pc_out, rst_n, clk, we);
	input rst_n, clk, we;
	input[7:0] pc_in;
	output reg[7:0] pc_out;
	always @(posedge clk) begin
		if(!rst_n) begin
			pc_out <= 0;
		end else begin
			if (we) begin
				pc_out <= pc_in;
			end else begin
				pc_out <= pc_out + 1;
			end
		end
	end
endmodule

===== constraint.sdc =====
current_design pc

set clk_period 2.3
set clk_io_pct 0.2

create_clock -name clk0 -period $clk_period [get_ports {clk}]

set non_clock_inputs [all_inputs -no_clocks]
set_input_delay [expr $clk_period * $clk_io_pct] -clock clk0 $non_clock_inputs
set_output_delay [expr $clk_period * $clk_io_pct] -clock clk0 [all_outputs]

===== run.sh =====
#!/bin/bash
# OpenROAD 26Q1-2900-gdf79404cd8, Yosys 0.63+post, stock flow scripts
make -C /OpenROAD-flow-scripts/flow DESIGN_CONFIG=/design/flow/config.mk WORK_HOME=/design/flow/orfs finish

==> results.txt <==
yosys + openroad results -> setup violation total in the final timing report 0, Seq share, synth 0.438, layout cell share with drive strength beyond 1 0.0635, library cell used as clock root buffer sky130_fd_sc_hd__clkbuf_4, worst slew pin tran around 0.23 ns, kind of cell adding the most delay to the critical path buffers and inverters, latest clock arrival within the worst-skew pair 0.25 ns, cell row count 21, leading registers by flop count pc_out (8), DRC violation count after routing 0, maximum root-to-sink buffer count 2, Crit Path Class reg2out, yosys stat area between 300 and 400 um2, horizontal die dimension 80 um, relative contribution of combinational cells to total power 0.181, count of different cell masters after synthesis 16, power density of the placed cells roughly 520 mW/mm2, met2 Use GR 0.0345, top cells by count 10 x sky130_fd_sc_hd__o21ai_0, 8 x sky130_fd_sc_hd__dfxtp_1, 4 x sky130_fd_sc_hd__nand2_1, 3 x sky130_fd_sc_hd__a31oi_1, 3 x sky130_fd_sc_hd__or3_1, maximum single-stage delay on the critical path approximately 0.52 ns, Layout fillers slightly below 400, post-cts gate resize count 0, minimum clock period after layout between 1.5 and 2 ns, post-synth top area share 0.438, total number of warnings across the stage logs 25, run status complete, no violations, prevailing post-synth register cell sky130_fd_sc_hd__dfxtp_1, count of routing violations after the opening detailed-route iteration 20, number of top-level pins 19, TritonCTS sink count 8, number of global-route vias before repair around 360, post-placement cell area 603 um2, pin count of the biggest net entering global routing 11, mapped cell area 365 um2, arrival time of data at the critical path endpoint between 1 and 1.5 ns, met1 capacity usage during global routing 0.0516, HPWL after detailed placement roughly 900 um, total detailed-routing wirelength 1090 um, Crit Path Max Fanout 5, FFs w/ async S/R, synth 0, leakage power slightly above 0.2 nW, I/O Buffers 18, most heavily used metal layer in global routing met1, iteration count of the initial detailed-routing pass 4, switching power share of the total 0.227, vertical die dimension approximately 80 um, post-synthesis average cell area between 8 and 9 um2, chain of cells forming the critical path clkdlybuf4s50_1, starting utilization of the core area 0.107, global-route usage over all layers 0.0346, number of buffers created by CTS 3, GR Util met3 0.0318, Via density about 3.5, Total Die Area 0.00640 mm2, Layout Area Growth over Synthesis 71.2%, Setup Fix Bufs, Post-CTS 0, max reg flops 8, gr ovfl total 0, final-layout setup total negative slack 0 ns, final hold viol count 0, kind of end point of the critical path primary output, cell accounting for the most synthesized area sky130_fd_sc_hd__dfxtp_1, register name with the most flops pc_out, Finished Cell Area ~630 um2, sum of buffers and inverters on the critical path 1, maximum vdd drop between 0.0002 and 0.00025 V, wire length of the first global-routing pass between 1500 and 2000 um, Switch Pwr approximately 73 uW, max-cap violation count 0, slowest cell on the critical path sky130_fd_sc_hd__clkdlybuf4s50_1, class of the tightest hold or removal check reg2reg, initial antenna violation count 0, total antenna diodes in the routed design 0, EDFF count, synth 0, worst setup skew after layout approximately 0.0054 ns, TritonCTS clock tree built, placeable core region approximately 0.0034 mm2, worst hold slack roughly 0.5 ns, yosys cell count 42, Antenna Violating Nets Remaining 0, placed cell count 106, number of buffers inserted for hold repair after clock tree synthesis 0, internal power roughly 250 uW, clock power share 0.321, final estimated routing congestion in global placement slightly below 0.7, startpoint type of the worst setup path flip-flop, Final Max-Slew Violation Tally 0, via count approximately 380, most frequent cell after synthesis sky130_fd_sc_hd__o21ai_0, synthesized netlist cell count 42, post-route clock period utilization 0.714, non-filler cells, final roughly 110, Synth area leaders sky130_fd_sc_hd__dfxtp_1 44%, sky130_fd_sc_hd__o21ai_0 14%, sky130_fd_sc_hd__a31oi_1 5.1%, power share of the sequential group 0.498, H-tree depth 1, unrepaired setup endpoints after global routing false, clock transition at the registers of the reported paths around 0.050 ns, number of synthesized register bits 8, wire length per cell after detailed routing around 10 um, worst rel slew slack 0.843, maximum clock rate between 0.6 and 0.7 GHz, number of synthesis warnings 1, required time of the critical path between 1.5 and 2 ns
## metal layers
metal  wire [um]  part of all wire  up-vias
li1            -                 -      198
met1         589              0.54      160
met2         349              0.32       20
met3         149              0.14        0
met4           0                 0        0
met5           0                 0        -
## power by group through the flow
stage	Sequential, mW	Clock [mW]	Combinational [mW]
4_1_cts	0.161	0.109	0.0599
5_1_grt	0.163	0.116	0.0671
6_report	0.161	0.104	0.0584
## through the flow
stage / util / total power, mW / setup slack [ns]
global placement: 0.177 / 0.223 / 0.635
finish: 0.183 / 0.323 / 0.659
global route: 0.183 / 0.346 / 0.605
floorplan: - / 0.178 / 1.12
CTS: 0.183 / 0.330 / 0.655
detailed placement: 0.177 / 0.223 / 0.595
## cells in the final DEF, fill, tap and decap left out, drive strengths merged, types with 2 or more instances in the layout
cell and count:
a21oi 2, and2 2, dfxtp 8, o21ai 10
clkbuf 3, nand2 4, or3 3, clkdlybuf4s50 18
a31oi 3, xor2 2, nand3 2
## layout make-up
type / count / area (um2) / area share
Inverter: 1 / 3.75 / 0.00600
Tap cell: 46 / 57.6 / 0.0920
Multi-Input combinational cell: 33 / 201 / 0.322
Clock buffer: 3 / 22.5 / 0.0360
Timing Repair Buffer: 18 / 180 / 0.288
Sequential cell: 8 / 160 / 0.256
## worst paths after layout
kind         cells after the start  slack (ns)   endpoint  startpoint
max                              1        0.66  pc_out[4]   pc_out[4]
min                              2        0.51  pc_out[7]   pc_out[7]
max reg2reg                      4        0.99  pc_out[6]   pc_out[0]
min reg2reg                      2        0.51  pc_out[7]   pc_out[7]
## kinds of logic after synthesis
| kind of cell | count (synthesis) | synth area share |
|---|---|---|
| flops | 8 | 0.438 |
| fa+ha+maj | 1 | 0.0342 |
| xor+xnor | 3 | 0.0719 |
| compound gates | 15 | 0.216 |
| simple gates | 13 | 0.202 |
| buf+inv | 1 | 0.0103 |
| mux | 1 | 0.0274 |
Power figures rest on the tool's default switching activity, not on a simulated workload.
